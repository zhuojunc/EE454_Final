## design/flow/run.sh

```bash
#!/bin/bash
# OpenROAD 26Q1-2900-gdf79404cd8, Yosys 0.63+post, stock flow scripts
make -C /OpenROAD-flow-scripts/flow DESIGN_CONFIG=/design/flow/config.mk WORK_HOME=/design/flow/orfs finish
```

## design/flow/config.mk

```make
export PLATFORM = sky130hd
export DESIGN_NAME = Master
export DESIGN_NICKNAME = Master
export VERILOG_FILES = /design/flow/design.v
export SDC_FILE = /design/flow/constraint.sdc
export NUM_CORES = 4
export LEC_CHECK = 1
export CORE_UTILIZATION = 30
```

## design/flow/constraint.sdc

```tcl
current_design Master

set clk_period 3.5
set clk_io_pct 0.2

create_clock -name clk0 -period $clk_period [get_ports {clk}]

set non_clock_inputs [all_inputs -no_clocks]
set_input_delay [expr $clk_period * $clk_io_pct] -clock clk0 $non_clock_inputs
set_output_delay [expr $clk_period * $clk_io_pct] -clock clk0 [all_outputs]
```

## design/flow/design.v

```verilog
`timescale 1ns / 1ps
module Master
(
    input  rst,
    input  clk,
	input  en,
	input en_,
	input [15:0] tb_R,  
    input [8:0] IN,
	input [15:0] tb_W,  
	input [127:0] INDATA,  
	input  ARREADY,
	input  RVALID,
	input  RLAST,
	input  AWREADY,
	input  WREADY,
	input  BVALID,
	input [4:0] BRESP,
	input  WIDLE,
	input  RIDLE,
	input  WIDLE_prev,
	input  RIDLE_prev,
    output reg ARVALID,
    output reg RREADY,
	output reg [15:0] OUT,
	output reg RRESP,
	output reg [7:0] RDATA,
	output reg AWVALID,
	output reg WVALID,
	output reg WLAST,
	output reg BREADY,
	output reg [11:0] AWOUT,
	output reg [7:0] WDATA,
	output reg [4:0] BOUT
);
	reg [1:0] next_state = 2'b00;
	reg [1:0] current_state = 2'b00;
	reg [2:0] next_state_ = 3'b000;
	reg [2:0] current_state_ = 3'b000;
	integer start = 0;
	reg [4:0] count = 5'h0;
	always@(posedge clk or posedge rst) begin
		if (rst) begin		
			next_state <= 0;			
			current_state <= 0;
		end
		else begin
			case (current_state)
				0: begin
					if (en)
						next_state <= 1;
				end
				1: begin
					if (ARREADY)
						next_state <= 2;
				end
				2: begin
					if (RVALID && !ARREADY)
						next_state <= 3;
				end
				3: begin
					if (RLAST)
						next_state <= 0;
				end				
			endcase
			current_state <= next_state;
		end		
	end
	always@(posedge clk or posedge rst) begin
		if (rst) begin		
			next_state_ <= 0;			
			current_state_ <= 0;
		end
		else begin
			case (current_state_)
				0: begin
					if (en_)
						next_state_ <= 1;
				end
				1: begin
					if (AWREADY)
						next_state_ <= 2;
				end
				2: begin
					if (WREADY && !AWREADY)
						next_state_ <= 3;
				end
				3: begin
					if (BVALID)
						next_state_ <= 0;
				end
			endcase
			current_state_ <= next_state_;
		end			
	end
	always@ (posedge clk) begin
		case(next_state_)
			0: begin
				AWVALID <= 0;
				WVALID <= 0;
				BREADY <= 0;
				AWOUT <= 0;
				BOUT <= 0;
				WLAST <= 0;
				WDATA <= 0;
				count <= 5'h0;
			end
			1: begin
				AWVALID <= 1;
				AWOUT <= {tb_W[15:8], tb_W[3:0]};
			end
			2: begin
				AWVALID <= 0;
				WVALID <= 1;
				start <= count * 8;
				WDATA <= INDATA[start +: 8];
				if (tb_W[7:4] || count != 1) begin
					count <= count + 1;
				end
				if (WLAST) begin
					WVALID <= 0;
				end
			end
			3: begin
				if (WREADY) begin
					if (tb_W[7:4]) begin
						start <= count * 8;
						WDATA <= INDATA[start +: 8];
						count <= count + 1;
					end
				end
				if (WLAST) begin
					WVALID <= 0;
				end
				BREADY <= 1;
				if (BVALID) begin
					BOUT <= BRESP;
				end
			end
		endcase
	end
	always@(posedge clk) begin
		case (next_state)
			0: begin						
				ARVALID <= 0;
				RREADY <= 0;
				OUT <= 0;
				RRESP <= 0;
				RDATA <= 0;
			end
			1: begin
				ARVALID <= 1;
				OUT <= tb_R;
			end
			2: begin
				ARVALID <= 0;
				RREADY <= 1;
				if (RVALID) begin
					RRESP <= IN[0];
					RDATA <= IN[8:1];
				end
			end
			3: begin
				if (RVALID && tb_R[7:4]) begin
					RRESP <= IN[0];
					RDATA <= IN[8:1];
				end	
			end
		endcase
	end
	always@(posedge clk) begin
		WLAST = ((count-1) == {1'b0,tb_W[7:4]}) ? 1 : 0;
	end
endmodule
```

==> job_summary.md <==
### Yosys + OpenROAD results

| Metric | Value |
|---|---|
| CTS Buf Count | 9 |
| Sw Ratio | 0.2918 |
| R2R Path Start | next_state_[0] |
| Setup TNS | 0 ps |
| Crit-path max FO | 9 |
| Reg2reg setup slack | 1390 ps |
| Ys flop type | edfxtp_1 |
| Avg Cell Area, Syn | 14.13 um^2 |
| Port Buffers | 238 |
| Core area | 0.01319 mm^2 |
| Cts hold-fix bufs | 0 |
| # IOs | 244 |
| Static Leak | roughly 2.6 nW |
| PwrDens | 742.6 mW/mm^2 |
| Slew Limit Fails | 0 |
| Most frequent logic cell in the layout | clkdlybuf4s50_1 |
| Top cells excl fill/tap | 238 x clkdlybuf4s50_1, 65 x edfxtp_1, 26 x and2_1 |
| Die Footprint | between 0.01 and 0.015 mm^2 |
| R2R depth | 5 |
| Clk buf depth | 2 |
| Synth warn | 3 |
| Tool warnings | around 41 |
| P_int | 3.631 mW |
| Floorplan utilization | 0.3063 |
| Synth Seq Share | 0.5327 |
| Yosys stat area | 0.004040 mm^2 |
| Avg WL per Cell | 16.38 um |
| Post-route cell area | 0.006903 mm^2 |
| Gr usage total | 0.1728 |
| Hold Crit Depth | 0 |
| Worst setup EP type | flip-flop |
| Status | completed |
| Peak supply drop | 0.4802 mV |
| Hold Vio Cnt, Final | 0 |
| Total Power | 5.126 mW |
| Yosys stat cell total | 286 |
| CP peak stage delay | about 570 ps |
| Reg-to-Reg End | count[0] |
| HP Class | flip-flop to flip-flop |
| Total grt overflow | 0 |
| CTS Root Cell | clkbuf_16 |
| First-pass GRT wire length | 17730 um |
| Die Span Y | 118.0 um |
| Final Util | 0.5233 |
| Largest net degree at the start of global routing | 39 |
| # placed instances | 688 |
| DRC Markers | 0 |
| CTS clk-pin slew, worst paths | roughly 50 ps |
| Worst rel slew slack | 0.5321 |
| DR pass1 iterations | 6 |
| Share of cells above drive strength 1 | 0.1214 |
| Psw | 1.496 mW |
| Crit-path cells | clkdlybuf4s50_1, or4_1, a21oi_1, nor2_1, o21a_1 |
| Iter 0 DRT Violations | 113 |
| P&R area growth vs syn | 70.86% |
| WHS Endpoint | current_state_[0] |
| GPL Wtd Cong | approximately 0.88 |
| Finished Layout Cells | 704 |
| Post-route setup slack | 1237 ps |
| Routed Antenna Nets | 0 |
| FMAX | 0.4419 GHz |
| CTS tree | built |
| Clock tree sinks | 73 |
| Filler Cell Count | ~1100 |
| Clock Power Share | 0.197 |
| Post-layout period usage | 0.6465 |
| Max cap viols | 0 |
| CTS resizes | 0 |
| Slowest-stage cell, CP | or4_1 |
| RSZ-0062 raised after global routing | no |
| Setup bufs post-CTS | 0 |
| Hold Path Origin | next_state_[0] |
| DP HPWL | 9154 um |
| Vias post-DR | 3242 |
| Worst path arrival time | 2320 ps |
| H-tree depth | 3 |
| # rows | around 42 |
| Via/cell ratio | 4.605 |
| Flops after synth | 73 |
| Final setup viols | 0 |
| Tmin final | 2263 ps |
| Synthesized area | 0.004040 mm^2 |
| Worst Clk Skew | roughly 5.6 ps |
| Post-Synthesis Cells | between 200 and 300 |
| Sequential power share | 0.352 |
| Critical Path RT | 3560 ps |
| Initial antenna violation count | 1 |
| Routed WL | between 10000 and 15000 um |
| Power share of the combinational group | 0.451 |
| Actual slew at the worst max-slew pin | approximately 700 ps |
| Die W | 118.0 um |
| Hold_ws | between 400 and 500 ps |
| Crit path kind | primary input to flip-flop |
| Number of global-route vias before repair | 3279 |
| EDFF count, synth | 65 |
| Worst Setup Start Kind | primary input |
| Post-synth ARST share | 0.1096 |
| Synth cell types | 34 |
| Insertion Delay late pin | about 330 ps |
| Dpl ws | between 800 and 900 ps |
| Placed cell areas | 0.006568 mm^2 |
## worst max-delay path by stage
| stage | from | cells past startpoint | to | slack, ps |
|---|---|---|---|---|
| final | tb_W[5] | 5 | count[0] | 1240 |
| after global routing | tb_W[4] | 5 | count[4] | 1050 |
| after CTS | tb_W[4] | 5 | count[0] | 1210 |
## cells by family after synthesis
group	share of synthesized area
AOI/OAI and AO/OA	0.04367
xor gates and xnor gates	0.006505
adders and majority gates	0.04955
buffers and inverters	0.04552
DFF	0.5327
muxes	0.2115
other	0.0009282
and+or+nand+nor	0.1096
## power by group through the flow
stage         Sequential [mW]  Clock, mW  Combinational, mW
CTS                      1.81       1.04               2.36
global route             1.86       1.07               2.54
finish                   1.81       1.01               2.31
## state kept, by name (all words and copies together) (netlist names), 5 cells and up
register	cells
count	5
OUT	16
RDATA	8
AWOUT	12
WDATA	8
BOUT	5
start	5
## critical path: cells and delay by family
| family | cells | cell delay (ps) |
|---|---|---|
| compound gates | 2 | 460 |
| buf+inv | 1 | 390 |
| simple gates | 2 | 760 |
## synthesized netlist by cell type (4+ instances only)
| cell | number | area [um^2] |
|---|---|---|
| edfxtp_1 | 65 | 1952 |
| and2_1 | 26 | 162.7 |
| mux4_2 | 25 | 563.0 |
| nor2_1 | 22 | 82.58 |
| inv_1 | 19 | 71.32 |
| mux2_2 | 17 | 191.4 |
| and3_1 | 16 | 100.1 |
| ha_1 | 16 | 200.2 |
| mux2i_1 | 10 | 100.1 |
| dfrtp_1 | 8 | 200.2 |
| o22ai_1 | 8 | 50.05 |
| o221ai_1 | 7 | 61.31 |
| clkbuf_1 | 6 | 22.52 |
| nand2_1 | 6 | 22.52 |
| buf_2 | 4 | 20.02 |
## cell type report
class | instances | area, um^2 | area share
clock inverter | 6 | 107.6 | 0.01559
multi-input combinational | 177 | 1704 | 0.2469
inverter | 19 | 71.32 | 0.01033
tap | 176 | 220.2 | 0.03190
timing repair buffer | 243 | 2420 | 0.3506
sequential | 73 | 2152 | 0.3118
clock buffer | 9 | 225.2 | 0.03263
antenna | 1 | 2.502 | 0.0003625
## routing by layer
layer / GRT usage / vias up / wire length (um)
li1: - / 1562 / -
met1: 0.2453 / 1524 / 4773
met2: 0.2695 / 147 / 5486
met3: 0.07178 / 9 / 1191
met4: 0.01522 / 0 / 83
met5: 0 / - / 0
No activity file was given, so power comes from the tool's default toggle rates.
