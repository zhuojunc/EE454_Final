### config.mk
export PLATFORM = sky130hd
export DESIGN_NAME = Slave
export DESIGN_NICKNAME = Slave
export VERILOG_FILES = /design/flow/design.v
export SDC_FILE = /design/flow/constraint.sdc
export NUM_CORES = 4
export LEC_CHECK = 1
export CORE_UTILIZATION = 40
### constraint.sdc
current_design Slave

set clk_period 61.5
set clk_io_pct 0.2

create_clock -name clk0 -period $clk_period [get_ports {clk}]

set non_clock_inputs [all_inputs -no_clocks]
set_input_delay [expr $clk_period * $clk_io_pct] -clock clk0 $non_clock_inputs
set_output_delay [expr $clk_period * $clk_io_pct] -clock clk0 [all_outputs]
### design.v
`timescale 1ns / 1ps
module Slave
(
    input  rst,
    input  clk,
    input  ARVALID,
    input  RREADY,
    input [15:0] IN,
	input  AWVALID,
	input  WVALID,
	input  WLAST,
	input [11:0] AWIN,
	input [7:0] WDATA,
	input  BREADY,
	input [4:0] DELAY,
    output reg ARREADY,
    output reg RVALID,
	output reg RLAST,
    output reg [8:0] OUT,
	output reg AWREADY,
	output reg WREADY,
	output reg BVALID,
	output reg [4:0] BRESP,
	output reg RIDLE,
	output reg WIDLE,
	output reg RIDLE_prev,
	output reg WIDLE_prev
);
	reg [3:0] ARLEN = 4'b0000;
	reg [3:0] count = 4'b0000;
	reg [3:0] RID = 4'b0000;
	reg [7:0] RADDR = 8'b00000000;
	reg [1:0] next_state = 2'b00;
	reg [1:0] current_state = 2'b00;
	reg RESP = 1'b0;
	reg [3:0] BID = 4'b0000;
	reg [8:0] WADDR = 9'b000000000;
	reg [2:0] next_state_ = 3'b000;
	reg [2:0] current_state_ = 3'b000;
	reg [7:0] mem [0:255];
	reg [4:0] delay_R = 5'b00000;
	reg [4:0] delay_W = 5'b00000;
	integer i;
	initial begin
	    for (i = 0; i < 256; i = i + 1) begin
			mem[i] <= 0;
		end
		WIDLE = 1'b1;
		RIDLE = 1'b1;
		WIDLE_prev = 1'b1;
		RIDLE_prev = 1'b1;
	end
	always@(posedge clk or posedge rst) begin
		if (rst) begin		
			next_state <= 0;			
			current_state <= 0;
		end
		else begin
			case (current_state)
				0: begin
					if (ARVALID)
						next_state <= 1;
				end
				1: begin
					if (!ARVALID && RREADY)
						next_state <= 2;
				end
				2: begin
					if (count == ARLEN)
						next_state <= 3;
				end
				3: begin
					if (delay_R == DELAY) begin
						next_state <= 0;
					end
				end
			endcase
			current_state <= next_state;
		end		
	end
	always@(posedge clk or posedge rst) begin
		if (rst) begin		
			next_state_ <= 0;			
			current_state_ <= 0;
		end		
		else begin
			case (current_state_)
				0: begin
					if (AWVALID) begin
						next_state_ <= 1;
					end
				end
				1: begin
					if (!AWVALID && WVALID) begin
						next_state_ <= 2;
					end
				end
				2: begin
					if (WLAST) begin
						next_state_ <= 3;
					end
				end
				3: begin
					if (BREADY) begin
						next_state_ <= 4;
					end
				end
				4: begin
					if (delay_W == DELAY) begin
						next_state_ <= 0;
					end
				end
			endcase
			current_state_ <= next_state_;
		end
	end
	always@ (posedge clk) begin
		WIDLE_prev <= WIDLE;
		RIDLE_prev <= RIDLE;
	end
	always@(posedge clk) begin
		case (next_state_)
			0: begin
				AWREADY <= 0;
				WREADY <= 0;
				BVALID <= 0;
				BRESP <= 0;
				RESP = 1'b0;
				BID = 4'b0000;
				WADDR = 9'b000000000;
				WIDLE <= 1'b1;
				delay_W <= 0;
				if (AWVALID) begin
					WIDLE <= 1'b0;
				end
			end
			1: begin
				AWREADY <= 1;
				BID <= AWIN[3:0];
				WADDR <= AWIN[11:4];
			end
			2: begin
				AWREADY <= 0;
				WREADY <= 1;
				if (WVALID) begin
					if (WADDR <= 255) begin
						mem[WADDR] <= WDATA;
					end
					else
						RESP <= 1;
					WADDR <= WADDR + 1;
				end
			end
			3: begin
				BVALID <= 1;
				BRESP <= {RESP, BID};
			end
			4: begin
				delay_W <= delay_W + 1;	
			end
		endcase
	end
	always@(posedge clk) begin
		case (next_state)
			0: begin						
				ARREADY <= 0;
				RVALID <= 0;
				RLAST <= 0;
				RID <= 4'b0000;
				ARLEN = 4'b0000;
				RADDR = 8'b00000000;
				OUT <= 0;
				count <= 0;
				RIDLE <= 1'b1;
				delay_R <= 0;
				if (ARVALID) begin
					RIDLE <= 1'b0;
				end				
			end
			1: begin
				ARREADY <= 1;
				RID <= IN[3:0];
				ARLEN <= IN[7:4];
				RADDR <= IN[15:8];
			end 
			2: begin
				ARREADY <= 0;
				if (WADDR != RADDR) begin
					RVALID = 1;
					if (RREADY) begin
						if (ARLEN) begin
							count <= count + 1;
						end
						if (count == ARLEN || !ARLEN) begin
							RLAST <= 1;
						end
						if (RADDR + count <= 255  && !RLAST) begin
							OUT <= {mem[RADDR+count], 1'b0};
						end
						else
							OUT <= {8'b00000000, 1'b1};
					end
				end
				else begin
					RVALID = 0;
				end
			end
			3: begin
				delay_R <= delay_R + 1;	
			end
		endcase
	end
endmodule
### run.sh
#!/bin/bash
# OpenROAD 26Q1-2900-gdf79404cd8, Yosys 0.63+post, stock flow scripts
make -C /OpenROAD-flow-scripts/flow DESIGN_CONFIG=/design/flow/config.mk WORK_HOME=/design/flow/orfs finish
==> results.txt <==
Results of the run.

The last timing report of the flow puts the setup violation total at 0. The count of buffers added on input and output ports is 68. The net switching power figure is 0.00196 W.

The family with the most delay on the worst path is simple AND/OR/NAND/NOR gates. Along the critical path, the tally of buffer and inverter instances is 3. The clock network fraction of total power is 22.3%. The number of global-route vias before repair is 41800.

Per the final layout report, the fraction of cells sized above drive strength 1 comes to 26.4%. The worst slew slack as a fraction of its limit is 31.1%. The die width is 457 um. In this run, CTS created clock tree buffers numbering 202. For this run the detailed placement stage logged an HPWL of 117 mm.

STA classifies the critical path endpoint as a register. The number of buffers inserted by post-CTS setup repair is 0. The min-delay analysis places its worst path in the category register to register. The sequential-to-total area share from yosys stat is 77.0%. Cell internal power was estimated by the tool at 0.00344 W.

The share of the synthesized area in the top cell type is 76.6%. The post-synth count of flops with an enable pin is 2110. STA classifies the critical path startpoint as an input pin.

The most area-hungry cell type in the Yosys netlist is sky130_fd_sc_hd__edfxtp_1. The violation count after the first detailed-route iteration is 2322. The clock arrives with 0.0330 ns of skew. The number of ports placed on the die boundary is 73. Per the run summary, max-cap violations total 0. The number of unique standard cell types used by synthesis is 52.

The highest attainable clock frequency is 67.4 MHz. Nets still carrying antenna violations after routing amount to 0. In the routed design, unresolved DRC markers number 0. Entering global routing, the biggest net connects 141 pins. The share of power burned in registers is 30.7%. The setup total negative slack is 0 ns.

The mean instance size in the synthesized netlist is 22.5 um2. The number of storage elements in the synthesis netlist is 2122. The number of levels in the clock H-tree is 4. Combinational logic is responsible for 47.0% of the overall power.

The total area inside the core boundary comes to 205000 um2. Relative to the synthesized area, the layout overhead comes to 12.8%. The placement summary gives the final routability congestion estimate as 0.866. The commonest register cell is sky130_fd_sc_hd__edfxtp_1. The data arrival time at the worst-slack endpoint is 15.28 ns. Looking at the max-slew report, the worst-margin pin has a slew of 1.02 ns.

The largest voltage drop on the vdd net is 0.104 mV. The vertical die size is 457 um. The utilization of the core after routing is 45.5%. The final cycle utilization of the critical path is 24.1%. For reference, the critical path cell chain is clkdlybuf4s50_1 > inv_1 > or3_1 > nor3_1 > buf_4 > nand2_1 > nor2_1. The synthesized netlist occupies a cell area of 82700 um2. The total clock sinks is 2122.

In the post-synthesis netlist, the biggest area contributors are sky130_fd_sc_hd__edfxtp_1, sky130_fd_sc_hd__mux4_2, sky130_fd_sc_hd__nor2_1. The remaining global-route overflow is 0. In this run switching power makes up 36.2% of total power. The worst hold-check slack is 0.387 ns.

The gate count of the mapped netlist is 3667. Per the final report, max-transition violations number 0. The worst endpoint required time is 61.93 ns. In this run, post-CTS hold repair placed 0 buffers. Counting endpoints that fail hold in the final report gives 0.

The detailed-router iteration count before antenna repair is 5. Counting flops with an async set or reset pin after synthesis yields a share of 0.471%. The routed layout has 37400 vias. The longest clock path from root to sink contains 3 buffers. For reference, the most critical setup path is categorized as input pin to register. The clock tree root driver cell is sky130_fd_sc_hd__clkbuf_16. In the floorplan report the effective utilization is 40.3%.

The post-cts gate resize count is 0. The die outline area is 209000 um2. The initial antenna violation count is 2. The registers of the reported paths see a clock transition of 0.06 ns.

The stage logs contain a warning count of 52. The slowest stage of the critical path belongs to the cell sky130_fd_sc_hd__nor2_1. The global-route usage over all layers is 21.3%. The per-cell routed wire length is 29.5 um. The yosys synthesis warning count is 1.

Setup repair after global routing left no endpoint under its margin. The power density over the cells is 57.9 nW/um2. The global-route wire length before repair is 288 mm. The largest fanout on the critical path is 16. The run finished with clean final reports. The delay of the slowest critical-path stage is 0.85 ns. The TritonCTS clock tree is done. The yosys-reported design area after synthesis is 82700 um2.

For this design, Yosys synthesis ends with a cell count of 3667. The cell leakage power is 28.4 nW. Per the detailed-route log, wirelength across all metal layers totals 198 mm. Per the skew report, the later register of the worst-skew pair sees a clock latency of 0.83 ns.

The routed via count divided by cell count is 5.58. After floorplanning, the core was divided into 166 placement rows. The worst path in the final design needs a cycle of 14.85 ns, including I/O delays and setup.
==> cell usage after synthesis, drive strengths merged (3+ instances only) <==
library cell	number
a21boi	3
a31oi	6
nand3	41
buf	88
o21ai	14
inv	18
xnor2	29
a21o	3
nand2	130
nand2b	5
a21oi	17
clkbuf	112
and2	25
edfxtp	2110
nor2b	6
a32oi	3
o2111ai	10
nand4	5
xor2	18
and3	8
nor4b	3
ha	21
nor2	293
o311ai	3
dfrtp	10
mux4	648
nor3	5
nor3b	3
mux2i	7
==> flip-flops by register name, summed over array words and instances (netlist names), 2 cells and up <==
signal / cells
next_state: 2
delay_W: 5
next_state_: 3
OUT: 9
BID: 4
current_state: 2
current_state_: 3
WADDR: 9
count: 4
BRESP: 5
ARLEN: 4
mem: 2048
RADDR: 8
delay_R: 5
==> layout by cell type, fill, tap and decap left out, drive strengths merged, types with 3 or more instances in the layout <==
| master | count |
|---|---|
| edfxtp | 2110 |
| mux4 | 648 |
| nor2 | 293 |
| clkbuf | 273 |
| nand2 | 130 |
| buf | 99 |
| clkinv | 84 |
| clkdlybuf4s50 | 60 |
| nand3 | 41 |
| xnor2 | 29 |
| and2 | 25 |
| inv | 24 |
| ha | 21 |
| xor2 | 18 |
| a21oi | 17 |
| bufinv | 15 |
| o21ai | 14 |
| o2111ai | 10 |
| dfrtp | 10 |
| and3 | 8 |
| mux2i | 7 |
| nor2b | 6 |
| a31oi | 6 |
| nand4 | 5 |
| nor3 | 5 |
| nand2b | 5 |
| diode | 4 |
| o311ai | 3 |
| a21o | 3 |
| nor4b | 3 |
| a32oi | 3 |
| clkinvlp | 3 |
| a21boi | 3 |
| nor3b | 3 |
==> power by group through the flow <==
stage	clock network [W]	logic (W)	registers, W
4_1_cts	0.00123	0.00259	0.00166
5_1_grt	0.00128	0.00270	0.00166
6_report	0.00121	0.00254	0.00166
==> metrics by stage <==
stage / worst slack [ns] / area, um2 / instances / power (W)
final: 46.65 / 93300 / 6699 / 0.00540
after global routing: 46.46 / 93200 / 6697 / 0.00564
after CTS: 46.64 / 93200 / 6695 / 0.00547
after detailed placement: 45.77 / 86900 / 6322 / 0.00427
after global placement: 45.83 / 86900 / 6322 / 0.00426
after floorplan: 47.10 / 82700 / 3667 / 0.00334
==> worst paths after layout <==
kind / startpoint / to / slack [ns] / cells after the start
worst max-delay path: WVALID / mem[13][1] / 46.65 / 7
worst min-delay path: WIDLE / WIDLE_prev / 0.39 / 0
worst max register to register: count[0] / OUT[5] / 55.00 / 11
worst min register to register: WIDLE / WIDLE_prev / 0.39 / 0
max in group asynchronous: rst / current_state[0] / 49.44 / 2
min in group asynchronous: rst / next_state_[2] / 11.76 / 2
==> layer usage <==
| layer | vias up | wire length [um] | GRT usage [%] |
|---|---|---|---|
| li1 | 15700 | - | - |
| met1 | 19300 | 65100 | 26.8 |
| met2 | 1981 | 96500 | 31.6 |
| met3 | 316 | 29900 | 14.4 |
| met4 | 4 | 6020 | 5.43 |
| met5 | - | 155 | 0.666 |
==> cell families after synthesis <==
group / count (synthesis) / share of synthesized area [%]
buf+inv: 218 / 1.16
xor+xnor: 47 / 0.498
fa+ha+maj: 22 / 0.342
flops: 2122 / 77.0
simple gates: 530 / 2.68
compound gates: 73 / 0.592
mux: 655 / 17.7
==> layout make-up <==
type / instances / area, um2
fill: 16600 / 112000
multi-input combinational: 1327 / 18300
tap: 2688 / 3360
clock inverter: 108 / 997
inverter: 18 / 67.6
antenna: 4 / 10.0
sequential: 2122 / 63700
clock buffer: 265 / 5390
timing repair buffer: 167 / 1530
Power figures rest on the tool's default switching activity, not on a simulated workload.
